==> design.v <==
`timescale 1ns / 1ps
module mac_haar
#(parameter HEIGHT = 256,
            WIDTH = 256)
(
input clk, rst,
input [15:0] pixel_input,
output reg [15:0] pixel_output,
input i_valid,
output reg o_valid,
input [$clog2(WIDTH)-1:0] i_row_column_pointer,
input [$clog2(WIDTH)-1:0] i_pixel_pointer,
output reg [$clog2(WIDTH)-1:0] o_row_column_pointer,
output reg [$clog2(WIDTH)-1:0] o_pixel_pointer
    );
always @ (posedge clk) begin
    if (i_valid) begin
        pixel_output[15:8] <= (pixel_input[15:8] + pixel_input[7:0])>>1;
        if ( pixel_input[15:8] < pixel_input[7:0])
            pixel_output[7:0] <= 0;
        else
            pixel_output[7:0] <= (pixel_input[15:8] - pixel_input[7:0])>>1;
        o_pixel_pointer <= i_pixel_pointer;
        o_row_column_pointer <= i_row_column_pointer;
    end
    o_valid <= i_valid;
end    
endmodule
==> run.sh <==
#!/bin/bash
# OpenROAD 26Q1-2900-gdf79404cd8, Yosys 0.63+post, stock flow scripts
make -C /OpenROAD-flow-scripts/flow DESIGN_CONFIG=/design/flow/config.mk WORK_HOME=/design/flow/orfs finish
==> config.mk <==
export PLATFORM = sky130hd
export DESIGN_NAME = mac_haar
export DESIGN_NICKNAME = mac_haar
export VERILOG_FILES = /design/flow/design.v
export SDC_FILE = /design/flow/constraint.sdc
export NUM_CORES = 4
export LEC_CHECK = 1
export CORE_UTILIZATION = 30
export SYNTH_HDL_FRONTEND = slang
==> constraint.sdc <==
current_design mac_haar

set clk_period 5.4
set clk_io_pct 0.2

create_clock -name clk0 -period $clk_period [get_ports {clk}]

set non_clock_inputs [all_inputs -no_clocks]
set_input_delay [expr $clk_period * $clk_io_pct] -clock clk0 $non_clock_inputs
set_output_delay [expr $clk_period * $clk_io_pct] -clock clk0 [all_outputs]
==> impl_metrics.json <==
{
  "yosysTopAreaCellShare": 0.555,
  "vdd_drop_max_mv": 0.115,
  "antenna-diode-count": 0,
  "ys_cells": 127,
  "avgViaCountPerCell": 4.45,
  "top_area_cell": "edfxtp_1",
  "power_uw": 633,
  "drc": 0,
  "syn-mean-instance-area_um2": 12.8,
  "path_cells": "clkdlybuf4s50_1 > inv_1 > ha_1 > nor2_1 > a311oi_2 > o31ai_2 > nor4_1 > a311o_1",
  "ioPinCount": 68,
  "yosys_area_um2": 1620,
  "crit_family": "AND-OR/OR-AND gates",
  "ctsHoldBuffers": 0,
  "path_max_fanout": 3,
  "die_y_um": 75.6,
  "cts.sinks": 31,
  "post_cts_buffers": 0,
  "lay_top_count": "clkdlybuf4s50_1",
  "log.warning_count": 32,
  "synth.area.top_cells": "edfxtp_1 55%, ha_1 10%, inv_1 3.0%",
  "cts_resized": 0,
  "fp_util": 0.314,
  "synth_cells": 127,
  "relSlewSlack": 0.644,
  "path_class": "input pin to flop",
  "drive_gt1_frac": 0.0663,
  "grt_remaining_overflow": 0,
  "worstHoldStart": "i_pixel_pointer[4]",
  "grt_pass1_wl_um": 4580,
  "period_minus_slack_ns": 3.07,
  "cp-end-kind": "flop",
  "hp-class": "input pin to flop",
  "cts-root-buf": "clkbuf_8",
  "crit_buf_inv": 2,
  "ys_types": 35,
  "p_leak_nw": 0.931,
  "worst_path_max_delay_cell": "clkdlybuf4s50_1",
  "cts_tree": "yes",
  "ctsLongestPathBuffers": 2,
  "drt_iter0_markers": 23,
  "crit_cells": 8,
  "hold_path_depth": 1,
  "fin_setup_tns_ns": 0,
  "drv_slew": 0,
  "dieArea_um2": 5710,
  "synth_flops": 31,
  "cp.required_ns": 5.42,
  "arrival_ns": 3.09,
  "area_growth_pct": 49.6,
  "final_cell_mix": "64 x clkdlybuf4s50_1, 30 x edfxtp_1, 13 x inv_1, 13 x ha_1, 9 x nor2_1",
  "yosysSeqAreaShare": 0.567,
  "port-buffer-count": 64,
  "routed_wl_um": 2910,
  "die_w_um": 75.6,
  "holdPathEnd": "o_pixel_pointer[4]",
  "post-route-period-util": 0.569,
  "gp_congestion": 0.831,
  "synth-warning-count": 0,
  "cts_max_level": 2,
  "drt_first_pass_iters": 4,
  "powerDensity_nw_per_um2": 261,
  "cp_slowest_stage_delay_ns": 0.53,
  "cap_violations": 0,
  "clk_pin_slew_ns": 0.06,
  "max_slew.worst_pin.slew_ns": 0.528,
  "fp-row-count": 26,
  "hold_viol_final": 0,
  "syn-cell-area_um2": 1620,
  "setup_viol": 0,
  "cp-start-kind": "input pin",
  "antenna_found_initial": 0,
  "status": "finished clean",
  "place_hpwl_um": 2350,
  "timing.fmax_mhz": 325,
  "ant_nets": 0,
  "cts_buffers": 5,
  "core_area_um2": 5170,
  "via_count": 1183,
  "grt_pass1_vias": 1091,
  "rsz0062_at_grt": "no",
  "grt_max_degree": 32,
  "avgRoutedWirePerCell_um": 10.9,
  "grtUsageTotal": 0.107
}
[metrics by stage]
step	area (um2)	std cells	hold slack, ns	setup slack [ns]	util
floorplan	1630	128	1.11	2.72	-
global placement	2330	258	1.64	2.07	0.450
detailed placement	2330	258	1.64	2.03	0.450
CTS	2430	266	1.35	2.33	0.470
global route	2430	266	1.35	2.20	0.470
finish	2430	266	1.36	2.33	0.470
[how the worst max path moves through the flow]
stage	slack, ns	startpoint	end
4_1_cts	2.33	pixel_input[1]	pixel_output[14]
5_1_grt	2.20	pixel_input[1]	pixel_output[14]
6_report	2.33	pixel_input[1]	pixel_output[14]
[area by class of cell]
class                           count  area [um2]
Clock buffer                        8         100
Inverter                           13        48.8
Fill cell                         462        2740
Tap cell                           70        87.6
Sequential cell                    31         921
Multi-Input combinational cell     79         624
Timing Repair Buffer               65         648
[report_power, final]
group | switching (mW) | leakage [nW] | internal, mW
clock network | 0.0724 | 0.0515 | 0.116
logic | 0.0542 | 0.579 | 0.0909
registers | 0.00533 | 0.301 | 0.294
[logic make-up (layout without fill, tap and decap cells)]
| group | count (synthesis) | after routing | share of synthesized area |
|---|---|---|---|
| compound gates | 26 | 26 | 0.126 |
| xor+xnor | 7 | 7 | 0.0378 |
| fa+ha+maj | 15 | 15 | 0.125 |
| buf+inv | 18 | 86 | 0.0508 |
| flops | 31 | 31 | 0.567 |
| other cells | 1 | 2 | 0.00231 |
| simple gates | 29 | 29 | 0.0917 |
[sequential cells by signal (all words and copies together), names as in the netlist]
name and cells:
pixel_output 14, o_pixel_pointer 8, o_row_column_pointer 8, o_valid 1
[synthesized netlist by cell type, drive strengths merged]
master  instances
o31ai           1
o22ai           1
o31a            2
dfxtp           1
a311oi          2
ha             13
nand3           1
nor3b           1
nor2b           5
o211ai          1
o21ai           3
a22oi           1
xor2            3
nor4            2
xnor2           4
edfxtp         30
o21bai          2
or2             1
conb            1
a21oi           6
inv            13
buf             3
nor3            2
o21a            2
nand2           7
a21o            1
fa              2
nor2            9
and4            1
clkbuf          2
a211oi          3
a311o           1
[metal layers]
metal  share of wire  global-route usage  up-vias  wire, um
met5               0                   0        -         0
met4           0.033              0.0329        0        96
met3            0.14              0.0429       10       417
met2            0.44               0.184       69      1290
met1            0.38               0.123      520      1110
li1                -                   -      584         -
Power is estimated from default activity; no workload was simulated.
